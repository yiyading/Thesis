**design/flow/run.sh**
```bash
#!/bin/bash
# OpenROAD 26Q1-2900-gdf79404cd8, Yosys 0.63+post, stock flow scripts
make -C /OpenROAD-flow-scripts/flow DESIGN_CONFIG=/design/flow/config.mk WORK_HOME=/design/flow/orfs finish
```
**design/flow/config.mk**
```make
export PLATFORM = sky130hd
export DESIGN_NAME = Counter_4bit
export DESIGN_NICKNAME = Counter_4bit
export VERILOG_FILES = /design/flow/design.v
export SDC_FILE = /design/flow/constraint.sdc
export NUM_CORES = 4
export LEC_CHECK = 1
export CORE_AREA = 10 10 70 70
export DIE_AREA = 0 0 80 80
```
**design/flow/constraint.sdc**
```tcl
current_design Counter_4bit

set clk_period 1.4
set clk_io_pct 0.2

create_clock -name clk0 -period $clk_period [get_ports {clk}]

set non_clock_inputs [all_inputs -no_clocks]
set_input_delay [expr $clk_period * $clk_io_pct] -clock clk0 $non_clock_inputs
set_output_delay [expr $clk_period * $clk_io_pct] -clock clk0 [all_outputs]
```
**design/flow/design.v**
```verilog
module FullAdder_1bit(
	input wire a, b, cin,
	output wire sum, cout
	);
	assign {cout, sum} = a + b + cin;
endmodule  
module Counter_4bit (
	input wire clk, rst,
	output reg [3:0] cnt
	);
	parameter max = 4'b1010;					 
	always @(posedge rst, posedge clk)		 
		begin
			if(rst)
				begin
					cnt <= 4'b0000;
				end
			else
				begin
					if(cnt == max)
						begin
							cnt <= 4'b0000;
						end
					else
						begin
							cnt <= cnt + 4'b0001;
						end
				end
		end
endmodule  
module D_latch(
	input wire d, clk,
	output reg q
	);
	always @(d, clk)
		if(clk == 1)
			q <= d;		 
endmodule
module D_flipflop(
	input wire d, clk,
	output reg q
	);
	always @(posedge clk) 
		begin
			q <= d; 
		end
endmodule
module D_flipflop_rst(
	input wire d, clk, rst,
	output reg q
	);
    always @(posedge clk, posedge rst)
	    begin
	        if(rst)
	            q <= 0;
	        else
	            q <= d;
	    end    
endmodule
```
==> out/qor.json <==
{
  "status": {"value": "finished clean"},
  "drc_violation_count_after_routing": {"value": 0},
  "rrSetupSlack": {"value": 0.26, "unit": "ns"},
  "worst_slew_margin_rel": {"value": 86.3, "unit": "%"},
  "clock_tree.htree_level_count": {"value": 1},
  "worst_setup_path_end_kind": {"value": "primary output"},
  "mux_share": {"value": 8.82, "unit": "%"},
  "die_y": {"value": 80, "unit": "microns"},
  "cts.sink_count": {"value": 4},
  "global_route.usage.total": {"value": 1.86, "unit": "%"},
  "dieArea": {"value": 6400, "unit": "sq um"},
  "regMostFlops": {"value": "cnt"},
  "synth.cells.most_frequent": {"value": "4 x sky130_fd_sc_hd__dfrtp_1, 2 x sky130_fd_sc_hd__inv_1"},
  "synth.cellmix.xorXnorShare": {"value": 5.15, "unit": "%"},
  "reg2regPathDepth": {"value": 4},
  "critical_path.cell_chain": {"value": "clkdlybuf4s50_1"},
  "die_width": {"value": 80, "unit": "microns"},
  "netSwitchingFraction": {"value": 20.2, "unit": "%"},
  "route.antenna.remaining_nets": {"value": 0},
  "internal_power": {"value": 215, "unit": "uW"},
  "worstSkewPairLatency": {"value": 0.24, "unit": "ns"},
  "final.fill_count": {"value": 405},
  "worst_min_delay_path_class": {"value": "primary input to asynchronous set/reset pin"},
  "clk_pin_slew": {"value": 0.04, "unit": "ns"},
  "critical_path_arrival": {"value": 1.06, "unit": "ns"},
  "via_count_of_the_first_global_routing_pass": {"value": 164},
  "synth.cellmix.simpleShare": {"value": 11.0, "unit": "%"},
  "synth_adder_area_share": {"value": 0, "unit": "%"},
  "routed_via_density": {"value": 2.01},
  "comb_power_share": {"value": 2.0, "unit": "%"},
  "r2r_end": {"value": "cnt[1]"},
  "wirelength": {"value": 506, "unit": "microns"},
  "grt_antenna_before_repair": {"value": 0},
  "synth.top_cell.area_share": {"value": 58.8, "unit": "%"},
  "post_synth_main_area_contributors": {"value": "sky130_fd_sc_hd__dfrtp_1 59%, sky130_fd_sc_hd__mux2_4 8.8%, sky130_fd_sc_hd__a221o_1 5.9%"},
  "tns": {"value": 0, "unit": "ns"},
  "yosysChipArea": {"value": 170, "unit": "sq um"},
  "syn_to_layout_area_delta": {"value": 95.6, "unit": "%"},
  "p_per_area": {"value": 810, "unit": "nW/um^2"},
  "top_regs": {"value": "cnt x4"},
  "maxCapViolCount": {"value": 0},
  "synth-cells-yosys": {"value": 15},
  "netlist_area": {"value": 170, "unit": "sq um"},
  "fin_crit_sh": {"value": 95.7, "unit": "%"},
  "ys_seq_share": {"value": 58.8, "unit": "%"},
  "largest_reg_flops": {"value": 4},
  "port_buffers": {"value": 5},
  "final_critical_path_setup_slack": {"value": 0.0608, "unit": "ns"},
  "ctsHoldBuffers": {"value": 0},
  "ys_sh_aoi": {"value": 11.8, "unit": "%"},
  "sequential_cell_area": {"value": 100, "unit": "sq um"},
  "io_pins": {"value": 6},
  "yosys_warning_count": {"value": 1},
  "fp_util": {"value": 4.98, "unit": "%"},
  "avgRoutedWirePerCell": {"value": 6.93, "unit": "microns"},
  "post-route-min-period": {"value": 1.34, "unit": "ns"},
  "routabilityCongestion": {"value": 0.642},
  "placed_cell_area": {"value": 278, "unit": "sq um"},
  "detailedPlace.worstSlack": {"value": 0.185, "unit": "ns"},
  "critical_path_max_stage_delay": {"value": 0.49, "unit": "ns"},
  "synth_dominant_cell_count": {"value": "sky130_fd_sc_hd__dfrtp_1"},
  "synth.ff_latch_count": {"value": 4},
  "clockRootBuffer": {"value": "sky130_fd_sc_hd__clkbuf_4"},
  "grt_start_max_net_pins": {"value": 7},
  "setup-violations-final": {"value": 0},
  "setup_repair_after_global_routing_missed_its_margin": {"value": "false"},
  "largest_family_of_logic_cells_by_area": {"value": "AND-OR/OR-AND gates"},
  "layout-drive-gt1-share": {"value": 29.6, "unit": "%"},
  "layout.area.comb": {"value": 62.6, "unit": "sq um"},
  "timing.rr.start": {"value": "cnt[2]"},
  "n_antenna_cell": {"value": 0},
  "critPathKind": {"value": "flop to primary output"},
  "drt_first_iter_violations": {"value": 5},
  "tritoncts": {"value": "built"},
  "max-clock-path-buffers": {"value": 2},
  "asyncSetResetFlopFracSynth": {"value": 100, "unit": "%"},
  "grt_first_pass_wirelength": {"value": 848, "unit": "microns"},
  "power.clock.fraction": {"value": 54.9, "unit": "%"},
  "worst_path_dominant_cell_family": {"value": "buffers and inverters"},
  "num_vias": {"value": 147},
  "static-leakage-power": {"value": 0.000156, "unit": "uW"},
  "sequentialPowerShare": {"value": 43.1, "unit": "%"},
  "synth_top_flop_cell": {"value": "sky130_fd_sc_hd__dfrtp_1"},
  "avg_synthesized_cell_area": {"value": 11.3, "unit": "sq um"},
  "row_count": {"value": 21},
  "stage_log_warnings": {"value": 25},
  "floorplan.core_area": {"value": 3420, "unit": "sq um"},
  "yosys.cell_types.count": {"value": 11},
  "element_type_at_the_critical_path_start": {"value": "flop"},
  "edf_count": {"value": 0},
  "final_design_area_no_fill": {"value": 333, "unit": "sq um"},
  "final.setup_skew": {"value": 0.00249, "unit": "ns"},
  "crit_path_max_fanout": {"value": 2},
  "hold_viol": {"value": 0},
  "switchingPower": {"value": 54.4, "unit": "uW"},
  "timing.critical_path.required": {"value": 1.12, "unit": "ns"},
  "max_freq": {"value": 0.747, "unit": "GHz"},
  "tritoncts.num_buffers": {"value": 3},
  "synthesis.instances": {"value": 15},
  "top_area_cell": {"value": "sky130_fd_sc_hd__dfrtp_1"},
  "drv_slew": {"value": 0},
  "grt_remaining_overflow": {"value": 0},
  "power.ir.vdd_worst": {"value": 0.000186, "unit": "V"},
  "cpMaxStageDelayCell": {"value": "sky130_fd_sc_hd__clkdlybuf4s50_1"},
  "hpwl": {"value": 384, "unit": "microns"},
  "worstMarginPinSlew": {"value": 0.205, "unit": "ns"},
  "detail_route.first_pass.iterations": {"value": 4},
  "timing.critical_path.buf_inv": {"value": 1}
}
## power by group through the flow
stage     combinational [uW]  sequential, uW  clock [uW]
6_report                5.34             116         148
4_1_cts                 5.57             116         155
5_1_grt                 6.57             116         169
## through the flow
| stage | hold slack (ns) | instances | total power [uW] | utilization (%) |
|---|---|---|---|---|
| after CTS | 0.241 | 73 | 277 | 9.67 |
| after floorplan | 0.0461 | 15 | 120 | - |
| after detailed placement | 0.491 | 66 | 123 | 8.13 |
| final | 0.241 | 73 | 269 | 9.74 |
| after global placement | 0.486 | 66 | 123 | 8.13 |
| after global routing | 0.281 | 73 | 292 | 9.74 |
## per-layer routing
metal	up-vias	global-route usage, %	wire length (microns)
li1	74	-	-
met1	68	1.87	219
met2	5	2.65	227
met3	0	2.05	59
met4	0	0.176	0
met5	-	0	0
## cells by family (layout without fill, tap and decap cells)
logic type             Yosys count  count (layout)
flip-flops                       4               4
AND/OR/NAND/NOR                  4               4
AND-OR/OR-AND                    3               3
buffers and inverters            2              14
XOR/XNOR                         1               1
multiplexers                     1               1
## worst reg2reg max path, cell delays in order, from the launching register on
cell and delay (ns):
sky130_fd_sc_hd__dfrtp_1 0.37, sky130_fd_sc_hd__buf_4 0.14, sky130_fd_sc_hd__nor2b_1 0.19, sky130_fd_sc_hd__nor2_1 0.07
sky130_fd_sc_hd__mux2_4 0.25
## how the worst max path moves through the flow
stage	end	start	cells after the start	slack, ns
finish	cnt[2]	cnt[2]	1	0.06
global route	cnt[1]	cnt[1]	1	0.01
CTS	cnt[3]	cnt[3]	1	0.01
## layout by cell type, fill, tap and decap left out, drive strengths merged
master	instances
a21oi	1
a221o	1
buf	4
clkbuf	3
clkdlybuf4s50	4
dfrtp	4
dlymetal6s2s	1
inv	2
mux2	1
nand2	1
nor2	1
nor2b	1
nor3	1
o21ai	1
xnor2	1
## repair_timing
action,4_1_cts,5_1_grt
buffers inserted,4,0
resized,0,1
setup endpoints to repair,4,1
pin swaps,0,0
## final cells by class
| cell class | count | area share [%] |
|---|---|---|
| flip-flops and latches | 4 | 30.1 |
| repair buffers | 9 | 24.8 |
| multi-input cells | 9 | 18.8 |
| well taps | 46 | 17.3 |
| clock buffers | 3 | 6.77 |
| inverters | 2 | 2.26 |
Power figures rest on the tool's default switching activity, not on a simulated workload.
